$ cat ./config.mk
export PLATFORM = sky130hd
export DESIGN_NAME = clkDiv
export DESIGN_NICKNAME = clkDiv
export VERILOG_FILES = /design/flow/design.v
export SDC_FILE = /design/flow/constraint.sdc
export NUM_CORES = 4
export LEC_CHECK = 1
export CORE_AREA = 10 10 96 96
export DIE_AREA = 0 0 106 106
$ cat ./constraint.sdc
current_design clkDiv

set clk_period 2.5
set clk_io_pct 0.2

create_clock -name clk0 -period $clk_period [get_ports {clock}]

set non_clock_inputs [all_inputs -no_clocks]
set_input_delay [expr $clk_period * $clk_io_pct] -clock clk0 $non_clock_inputs
set_output_delay [expr $clk_period * $clk_io_pct] -clock clk0 [all_outputs]
$ cat ./design.v
module clkDiv(input clock, output reg newClock);
	reg [18:0] counter = 0;
	parameter SPEED = 100;
	localparam divNum = 50000000 / SPEED;
	always@(posedge clock) begin
		counter <= counter + 1;
		if (counter >= divNum)
			counter <= 0;
	end
	always_comb begin
		if(counter >= divNum / 2)
			newClock = 1;
		else 
			newClock = 0;
		end
endmodule
$ cat ./run.sh
#!/bin/bash
# OpenROAD 26Q1-2900-gdf79404cd8, Yosys 0.63+post, stock flow scripts
make -C /OpenROAD-flow-scripts/flow DESIGN_CONFIG=/design/flow/config.mk WORK_HOME=/design/flow/orfs finish
==> flow_summary.toml <==
# flow metrics
[sta]
max_clock_freq_ghz = 0.470
min_period_ns = 2.13
fin_setup_tns_ns = 0
period_used_share = 0.851
setup_ws_ns = 0.372
hold_viol_final = 0
rsz0062_at_grt = "false"
finalSetupViolations = 0
tightest_slew_ns = 0.480
relSlewSlack = 0.680
finClkSkew_ns = 0.00412
drv_slew = 0

[floorplanning]
die_area_um2 = 11200
ios = 2
core_area_um2 = 7210
die-width_um = 106
fp-row-count = 31
die.size.y_um = 106
fp_util = 0.127

[worst_setup_path]
critical_path_class = "flop to primary output"
cp.arrival_ns = 1.63
cp.required_ns = 2.00
start_kind = "flop"
cp_max_fo = 6
regToRegSetupSlack_ns = 0.62
end_kind = "primary output"

[clock_tree]
cts_root_buffer = "clkbuf_8"
cts_tree = "done"
clk_latency_ns = 0.25
cts_buffer_depth = 2
cts_buffers = 3
cts_setup_buffers = 0
clk_pin_slew_ns = 0.07
ctsResizeCount = 0
htree_levels = 1
cts_sinks = 19
cts_hold_buffers = 0

[power]
power_w = 0.000512
p_per_area_nw_per_um2 = 469
cellLeakagePower_nw = 0.330
ir_drop_v = 0.000252

[routing]
ant_nets = 0
num_vias = 715
drt_wl_total_mm = 1.57
insertedDiodeCount = 0
drt-vias-per-instance = 3.44
drtPass1Iterations = 4
drt_iter0_markers = 51
drc = 0
wl_per_cell_um = 7.55

[global_route]
first_global_vias = 606
grt_pass1_wl_mm = 2.66
antenna_found_initial = 0
grt_overflow_total = 0
grt.total_usage = 0.0273
grt_max_degree = 15

[synthesis]
yosysWarnings = 1
syn_avg_cell_area_um2 = 8.71
ys_cells = 105
ys.flop_type = "dfxtp_1"
postSynthCellCount = 105
synth.most_common_cell = "nor2_1"
ys_ff = 19
async_flop_share = 0
post-synth-top-area-cell = "dfxtp_1"
ys_seq_share = 0.416
synth_cell_type_count = 27
synth_area_um2 = 915
edf_count = 0
top_cells_by_count = "20 x nor2_1, 19 x dfxtp_1, 13 x xnor2_1"
synthTopCellsByArea = "dfxtp_1 42%, xnor2_1 12%, nor2_1 8.2%"
ys_area_um2 = 915
synth_top_area_share = 0.416

[flow_run]
tool_warnings = 27
maxCapViolations = 0

[finish]
syn_to_final_growth_pct = 19.4
stdcell_area_um2 = 1090
largest_register = "counter"
drive_above_1_share = 0.0917
largest_reg_flops = 19
reg_top3 = "counter x19"

[run_status]
status = "completed"

[place]
gp_congestion = 0.836
portBuffers = 1
post_dp_cell_area_um2 = 1050
dp_hpwl_mm = 1.10
place_ws_ns = 0.636

[min_path]
min-delay-path-class = "flop to flop"
[kinds of logic (layout without fill, tap and decap cells)]
family | after synthesis | after routing | synth area share
adder cells (fa/ha/maj) | 2 | 2 | 0.0274
XOR/XNOR | 14 | 14 | 0.134
buffers and inverters | 8 | 12 | 0.0356
flip-flops | 19 | 19 | 0.416
AND/OR/NAND/NOR | 51 | 51 | 0.309
AND-OR/OR-AND | 11 | 11 | 0.0780
[power breakdown]
group	total [W]	switching (W)	internal, W	leakage [nW]
clock	0.000209	0.0000988	0.000111	0.0255
sequential	0.000302	0	0.000302	0.153
combinational	0.000000000151	0	0	0.151
[critical path, cell delays in order, from the launching register on]
cell and delay, ns:
dfxtp_1 0.38, o31ai_1 0.30, nand3_1 0.12, a21o_1 0.19, clkdlybuf4s50_1 0.39
[worst paths after layout]
kind                                 start          end  cells past startpoint
worst max-delay path            counter[5]     newClock                      4
worst min-delay path            counter[0]   counter[0]                      1
worst max register to register  counter[0]  counter[16]                      5
worst min register to register  counter[0]   counter[0]                      1
[stage by stage]
| step | hold WS, ns | util | std cells |
|---|---|---|---|
| floorplan | 0.441 | - | 105 |
| global placement | 0.465 | 0.145 | 204 |
| detailed placement | 0.463 | 0.145 | 204 |
| CTS | 0.483 | 0.151 | 208 |
| global route | 0.500 | 0.151 | 208 |
| finish | 0.484 | 0.151 | 208 |
[cell type report]
class / count / area [um2]
Multi-Input combinational cell: 78 / 502
Tap cell: 99 / 124
Clock buffer: 3 / 41.3
Inverter: 6 / 22.5
Fill cell: 839 / 6120
Sequential cell: 19 / 380
Timing Repair Buffer: 2 / 17.5
Clock inverter: 1 / 5.00
[routing by layer]
| metal | part of all wire | global-route usage | up-vias |
|---|---|---|---|
| met5 | 0 | 0 | - |
| met4 | 0.0045 | 0.000967 | 0 |
| met3 | 0.064 | 0.00979 | 2 |
| met2 | 0.40 | 0.0389 | 14 |
| met1 | 0.53 | 0.0406 | 322 |
| li1 | - | - | 377 |
[cell usage in the layout (no fill, tap or decap), types with 2 or more instances in the layout]
master,instances
nor3_1,4
dfxtp_1,19
nand3_1,5
nor2_1,20
nand2_1,5
clkbuf_8,3
nor4_1,5
ha_1,2
xnor2_1,13
inv_1,6
o31ai_1,2
nand4_1,3
o41ai_1,2
a21oi_1,4
Power figures rest on the tool's default switching activity, not on a simulated workload.
